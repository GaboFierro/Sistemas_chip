`design/flow/run.sh`:
```
#!/bin/bash
# OpenROAD 26Q1-2900-gdf79404cd8, Yosys 0.63+post, stock flow scripts
make -C /OpenROAD-flow-scripts/flow DESIGN_CONFIG=/design/flow/config.mk WORK_HOME=/design/flow/orfs finish
```
`design/flow/design.v`:
```
module forwarding_unit(input  [4:0] rs1E, rs2E,
                       input  [4:0] rdM, rdW,
                       input        regwriteM, regwriteW,
                       output reg [1:0] forwardAE, forwardBE);
  always @(*) begin
    if (regwriteM && (rdM != 0) && (rdM == rs1E)) forwardAE = 2'b10;
    else if (regwriteW && (rdW != 0) && (rdW == rs1E)) forwardAE = 2'b01;
    else forwardAE = 2'b00;
    if (regwriteM && (rdM != 0) && (rdM == rs2E)) forwardBE = 2'b10;
    else if (regwriteW && (rdW != 0) && (rdW == rs2E)) forwardBE = 2'b01;
    else forwardBE = 2'b00;
  end
endmodule
```
`design/flow/config.mk`:
```
export PLATFORM = sky130hd
export DESIGN_NAME = forwarding_unit
export DESIGN_NICKNAME = forwarding_unit
export VERILOG_FILES = /design/flow/design.v
export SDC_FILE = /design/flow/constraint.sdc
export NUM_CORES = 4
export LEC_CHECK = 1
export CORE_AREA = 10 10 70 70
export DIE_AREA = 0 0 80 80
export SYNTH_HDL_FRONTEND = slang
```
`design/flow/constraint.sdc`:
```
current_design forwarding_unit

set clk_period 3.0
set clk_io_pct 0.2

create_clock -name clk0 -period $clk_period

set non_clock_inputs [all_inputs -no_clocks]
set_input_delay [expr $clk_period * $clk_io_pct] -clock clk0 $non_clock_inputs
set_output_delay [expr $clk_period * $clk_io_pct] -clock clk0 [all_outputs]
```
==> job_summary.md <==
### Metrics collected by this job

| Metric | Value |
|---|---|
| Dpl cells | `112` |
| P per Cell Area | `122 nW/um^2` |
| Die ar. | `6400 sq um` |
| Post-Layout Cell Count | `112` |
| Design area | `647 sq um` |
| Crit-path max FO | `2` |
| Vias in the first global route | `399` |
| Vias per cell | `3.20` |
| Most common logic cells in the final layout | `clkdlybuf4s50_1, xnor2_1, buf_4` |
| Peak supply drop | `0.0000552 V` |
| Antenna violations before repair | `0` |
| Placed standard-cell area | `621 sq um` |
| Layout cells sized above 1 | `15.2%` |
| GR Util All Layers | `3.86%` |
| Slowest CP cell | `or4_4` |
| Data required, critical path | `2.40 ns` |
| Via count | `358` |
| Fin. max-slew vios | `0` |
| Tightest Pin Transition | `0.277 ns` |
| Hold buffers post-CTS | `0` |
| Clkbuf count | `0` |
| Row count | `21` |
| Worst-path cell chain | `clkdlybuf4s50_1 > or4_4 > o21ai_4 > nor4_2 > buf_4 > clkdlybuf4s50_1` |
| Tcrit/Tclk final | `97.3%` |
| Largest net degree at the start of global routing | `4` |
| Syn. warnings | `0` |
| # Cells Yosys | `34` |
| Top cell excl fill/tap | `clkdlybuf4s50_1` |
| Hold endpoint | `forwardAE[0]` |
| Avg Cell Area, Syn | `7.58 sq um` |
| Hold Startpoint | `regwriteW` |
| Register Area | `0 sq um` |
| CP top delay family | `buffers and inverters` |
| Post-Syn Instances | `34` |
| Placer Congestion | `0.862` |
| Leak | `0.000227 uW` |
| Drt first-iter violations | `4` |
| Startpoint Class | `input port` |
| Yosys stat area | `258 sq um` |
| Fmax | `343 MHz` |
| DRT Pass-1 Iters | `2` |
| Core Region | `3420 sq um` |
| Worst setup EP type | `primary output` |
| Worst path most repeated cell | `clkdlybuf4s50_1` |
| Global route total overflow | `0` |
| First-pass GRT wire length | `2030 um` |
| I/O Buffers | `26` |
| Post-synthesis sequential area ratio | `0%` |
| Fp util | `7.55%` |
| Log Warnings | `32` |
| Hold Path Depth | `4` |
| Top cells by area | `xnor2_1, xor2_1, nor4_1` |
| Chip Height | `80 um` |
| Residual DRC | `0` |
| Seq cells | `0` |
| Die X | `80 um` |
| Top-area cell share | `54.4%` |
| Worst rel slew slack | `81.3%` |
| Layout area overhead | `151%` |
| Final ANT Viol Nets | `0` |
| Minimum clock period | `2.92 ns` |
| Post-Synthesis Cell Area | `258 sq um` |
| Status | `finished clean` |
| Crit path DAT | `2.32 ns` |
| Buf/Inv on CP | `3` |
| Max Cap Viol | `0` |
| Diodes inserted | `0` |
| Drt wl/cell | `11.2 um` |
| Setup violators final | `0` |
| Ports | `26` |
| Synth unique cells | `9` |
| CP peak stage delay | `0.51 ns` |
| Hold Violations, Final | `0` |
| WS Path Type | `input port to primary output` |
| Area leader, netlist | `xnor2_1` |
| Hold WC Path Type | `input port to primary output` |
| WL final | `1260 um` |
-- logic make-up after synthesis --
logic type                after synthesis  synth area share [%]
AOI/OAI and AO/OA                       1                  3.40
xor gates and xnor gates               20                  68.0
and+or+nand+nor                        13                  28.6
-- metrics by stage --
| stage | power, uW | setup WS (ns) | util, % | setup TNS [ns] | hold slack (ns) |
|---|---|---|---|---|---|
| 3_5_place_dp | 75.7 | -0.225 | 18.2 | -0.447 | 2.17 |
| 5_1_grt | 85.0 | -0.000435 | 18.9 | -0.000435 | 2.04 |
| 6_report | 78.8 | 0.0818 | 18.9 | 0 | 2.00 |
| 3_3_place_gp | 75.5 | -0.233 | 18.2 | -0.459 | 2.19 |
| 4_1_cts | 75.8 | 0.0205 | 18.1 | 0 | 2.00 |
| 2_1_floorplan | 26.9 | 0.901 | - | 0 | 1.27 |
-- power by group --
group | total (uW) | internal, uW | switching [uW] | leakage (uW)
clock network | 0 | 0 | 0 | 0
registers | 0 | 0 | 0 | 0
logic | 78.8 | 49.4 | 29.4 | 0.000227
-- area by class of cell --
class	count	area, sq um
fillers	387	2770
well taps	46	57.6
repair buffers	32	308
multi-input cells	34	282
-- synthesized netlist by cell type (all sizes together) --
cell and number:
xnor2 16, nor4 4, xor2 4, nand2 2
nand3 2, nand4 2, or4 2, nor2 1
o21ai 1
-- worst max-delay path by stage --
| stage | from | endpoint | slack [ns] | cells after the start |
|---|---|---|---|---|
| after global routing | rdM[0] | forwardAE[1] | -0.0004 | 6 |
| after CTS | rdM[3] | forwardBE[1] | 0.02 | 7 |
| final | rdM[2] | forwardAE[1] | 0.08 | 6 |
-- tightest hold or removal path, delay by kind of cell --
| kind | cells | cell delay, ns |
|---|---|---|
| buffers and inverters | 2 | 0.66 |
| and+or+nand+nor | 2 | 0.14 |
-- repair_timing --
| action | in CTS | in global routing |
|---|---|---|
| pin swaps | 2 | 2 |
| resized | 2 | 6 |
| buffers inserted | 0 | 0 |
| endpoints found under the setup margin | 2 | 1 |
-- layer usage --
metal  share of wire (%)  global-route usage (%)  routed length (um)  vias to the layer above
met4                   0                       0                   0                        0
met1                  55                    6.06                 687                      158
met2                  39                    5.30                 492                       14
met3                 6.0                    1.02                  75                        0
li1                    -                       -                   -                      186
met5                   0                       0                   0                        -
Power is estimated from default activity; no workload was simulated.
